`flow/run.sh`:
```
#!/bin/bash
# OpenROAD 26Q1-2900-gdf79404cd8, Yosys 0.63+post, stock flow scripts
make -C /OpenROAD-flow-scripts/flow DESIGN_CONFIG=/design/flow/config.mk WORK_HOME=/design/flow/orfs finish
```
`flow/design.v`:
```
module Float8_pack #(parameter E = 4, parameter M = 3, parameter BIAS = (1 << (E-1)) - 1) (   
  input  logic [31:0] f32_i,        
  output logic [E+M:0] fp8_o,       
  output logic          sat_o       
);
  localparam int KEEP_NORM  = M + 1;           
  localparam int MAX_E      = (1 << E) - 1;    
  localparam int MAX_FIN_E  = MAX_E - 1;       
  localparam int REM_W      = 23 - M;          
  logic        s;
  logic [7:0]  e32;
  logic [22:0] m32;
  assign s   = f32_i[31];
  assign e32 = f32_i[30:23];
  assign m32 = f32_i[22:0];
  logic [23:0]       signif;    
  logic signed [9:0] exp_unb;   
  logic is_special, is_zero, is_nan;
  assign is_special = (e32 == 8'hFF);
  assign is_zero    = (e32 == 8'h00) && (m32 == 23'd0);
  assign is_nan     = is_special && (m32 != 23'd0);
  logic [E-1:0] exp_f;
  logic [M-1:0] man_f;
  logic         sat;
  logic [KEEP_NORM-1:0] keep;            
  logic [REM_W-1:0]     rem;             
  logic                  round_up;
  logic [KEEP_NORM:0]    keep_plus;      
  logic                  carry_norm;
  int                    SHIFT_SUB;
  logic [31:0]           sig_ext, shifted;
  logic [M:0]            keep_sub;       
  logic                  sticky, guard, lsb, tie_up;
  logic [M+1:0]          keep_sub_ext;   
  logic signed [9:0]     e8_pre;         
  logic signed [9:0]     e_tmp;
  logic rem_gt_half, rem_eq_half;
  always_comb begin
    if (e32 == 8'h00) begin
      signif  = {1'b0, m32};                    
      exp_unb = -10'sd126;
    end else begin
      signif  = {1'b1, m32};                    
      exp_unb = $signed({1'b0, e32}) - 127;
    end
    exp_f = '0; man_f = '0; sat = 1'b0;
    if (is_special) begin
      exp_f = {E{1'b1}};                       
      man_f = is_nan ? {{(M-1){1'b0}}, 1'b1}   
                     : {M{1'b0}};              
    end
    else if (is_zero) begin
      exp_f = '0; man_f = '0;
    end
    else begin
      e8_pre = exp_unb + BIAS;
      if (e8_pre > 0) begin
        keep = signif[23 -: (M+1)];
        rem  = signif[23-(M+1) -: (23 - M)];
        rem_gt_half = (REM_W>0) ? ( rem[REM_W-1] && (|rem[REM_W-2:0]) ) : 1'b0;
        rem_eq_half = (REM_W>0) ? ( rem[REM_W-1] && ~(|rem[REM_W-2:0]) ) : 1'b0;
        round_up    = rem_gt_half | (rem_eq_half & keep[0]);
        keep_plus   = {1'b0, keep} + {{KEEP_NORM{1'b0}}, round_up};
        carry_norm  = keep_plus[KEEP_NORM];
        e_tmp = e8_pre + (carry_norm ? 10'sd1 : 10'sd0);
        if (e_tmp >= MAX_E) begin
          exp_f = MAX_FIN_E[E-1:0];
          man_f = {M{1'b1}};
          sat   = 1'b1;
        end else begin
          exp_f = e_tmp[E-1:0];
          man_f = keep_plus[M-1:0];    
        end
      end
      else begin
        SHIFT_SUB = (23 - M) - e8_pre;
        if (SHIFT_SUB < 0)  SHIFT_SUB = 0;
        if (SHIFT_SUB > 31) SHIFT_SUB = 31;
        sig_ext = {8'b0, signif};
        shifted = sig_ext >> SHIFT_SUB;
        keep_sub = shifted[M:0];
        sticky = (SHIFT_SUB == 0) ? 1'b0
               : ((sig_ext & ((32'h1 << SHIFT_SUB) - 1)) != 0);
        guard  = keep_sub[0];
        lsb    = (M>=1) ? keep_sub[1] : 1'b0;
        tie_up       = guard && (sticky || lsb);
        keep_sub_ext = {1'b0, keep_sub};                 
        keep_sub_ext = keep_sub_ext + {{(M+1){1'b0}}, tie_up};
        if (keep_sub_ext[M+1]) begin
          man_f = {M{1'b1}};
        end else begin
          man_f = keep_sub_ext[M:1];                     
        end
        exp_f = '0;                                      
      end
    end
  end
  assign sat_o = sat;
  assign fp8_o = {s, exp_f, man_f};
endmodule
```
`flow/config.mk`:
```
export PLATFORM = sky130hd
export DESIGN_NAME = Float8_pack
export DESIGN_NICKNAME = Float8_pack
export VERILOG_FILES = /design/flow/design.v
export SDC_FILE = /design/flow/constraint.sdc
export NUM_CORES = 4
export LEC_CHECK = 1
export CORE_UTILIZATION = 30
export SYNTH_HDL_FRONTEND = slang
```
`flow/constraint.sdc`:
```
current_design Float8_pack

set clk_period 10.5
set clk_io_pct 0.2

create_clock -name clk0 -period $clk_period

set non_clock_inputs [all_inputs -no_clocks]
set_input_delay [expr $clk_period * $clk_io_pct] -clock clk0 $non_clock_inputs
set_output_delay [expr $clk_period * $clk_io_pct] -clock clk0 [all_outputs]
```
==> flow_summary.toml <==
# implementation run metrics
[synth]
top_logic_kind = "AND-OR/OR-AND gates"
synthTopCellsByArea = "nand2_1, a21oi_1, nor2_1, o21ai_0, ha_1"
ys_sh_mux_pct = 2.50
synthAoiAreaFrac_pct = 45.3
yosysWarningCount = 0
xor_area_share_pct = 4.84
syn-cell-area_um2 = 2900
top_cell = "nand2_1"
synth.top_cells.by_count = "nand2_1, a21oi_1, nor2_1, o21ai_0, clkbuf_1"
simple_gate_area_share_pct = 34.4
ys_cells = 456
synthDistinctLibCells = 86
synth_seq_share_pct = 0
synth_area_per_cell_um2 = 6.35
synthCells = 456
ys_chip_area_um2 = 2900
ys_sh_adder_pct = 4.23
yosysTopAreaCell = "nand2_1"
top_cell_area_share_pct = 7.90

[clock_tree]
post_cts_buffers = 0
ctsResizeCount = 0
cts_hold_buf = 0

[setup_path]
cp.depth = 25
crit_path_top_delay_cell = "or4_4"
crit_path_end_kind = "primary output"
crit_type = "input port to primary output"
cp_slowest_stage_delay_ns = 0.50
critical_path.top_delay_family = "simple AND/OR/NAND/NOR gates"
arrival_ns = 7.90
worstSetupEndpoint = "fp8_o[0]"
path_buffers = 5
crit_start = "f32_i[23]"
cp_max_fo = 15
cp-start-kind = "input port"
cp_common_cell = "ha_1"
required_ns = 8.40

[power_and_ir_drop]
p_per_area_nw_per_um2 = 65.0
ir_drop_v = 0.0000231
leakagePower_nw = 1.24

[final_timing]
drv_slew = 0
setup_viol = 0
fin_setup_tns_ns = 0
worst_hold_slack_ns = 4.20
relSlewSlack_pct = 45.2
fin_crit_sh_pct = 95.2
tightest_slew_ns = 0.815
grt_setup_unrepaired = "false"
fin_crit_ns = 10.0
hold_violations = 0
fmax_ghz = 0.100

[floorplan]
dieHeight_um = 100
die_w_um = 100
fp.coreArea_um2 = 9280
chipArea_um2 = 10100
io_pins = 41
rows = 35
fp_util_pct = 31.2

[min_path]
worst_hold_path_type = "input port to primary output"
min_from = "f32_i[31]"
whs_path_depth = 0

[placement]
io_buffers = 39
dp_hpwl_um = 9730
gp_congestion = 0.997

[drt]
routed_wl_um = 13100
avgViaCountPerCell = 6.52
ant_nets = 0
vias = 3969
wl_per_cell_um = 21.6
drc = 0
dr.pass1.iters = 7
diodes = 0
drtIter0Drc = 360

[global_routing]
grt_max_degree = 29
first_global_vias = 3711
antenna_found_initial = 0
track_usage_pct = 26.9
overflow = 0
grt_pass1_wl_um = 21100

[final_layout]
post_route_cells_drive_above_1_share_pct = 9.38
ff_count = 0
seq_area_um2 = 0
syn2layout_area_growth_pct = 19.0
clkbuf_count = 0
fillers = 1008

[run]
maxCapViolations = 0
warnings = 34

[status]
status = "finished clean"
[cell usage in the layout (no fill, tap or decap), types with 5 or more instances in the layout]
cell type	instances
nor4_1	9
mux2i_1	5
a21o_1	6
clkdlybuf4s50_1	39
ha_1	9
nor3_1	19
nor2_1	35
and2_1	7
o21bai_1	6
inv_1	18
a32oi_1	6
a21oi_1	35
and3_1	12
nand2_1	61
a31oi_1	11
o31ai_1	5
nand4_1	8
buf_4	22
o211ai_1	13
nand3_1	12
a211oi_1	7
xnor2_1	8
o21ai_0	24
[layer usage]
layer  routed length, um  track usage, %  vias to the layer above  share of wire [%]
li1                    -               -                     1828                  -
met1                5490            37.9                     1855                 42
met2                5970            42.6                      247                 45
met3                1300            4.04                       37                9.9
met4                 350            7.13                        2                2.7
met5                  31            2.56                        -               0.24
[power by group]
part / leakage, nW / internal (mW) / switching (mW)
Sequential: 0 / 0 / 0
Clock: 0 / 0 / 0
Combinational: 1.24 / 0.0822 / 0.142
Total: 1.24 / 0.0822 / 0.142
[kinds of logic (layout without fill, tap and decap cells)]
group,Yosys count,after routing
and+or+nand+nor,191,191
muxes,6,6
AOI/OAI and AO/OA,181,181
buffers and inverters,55,79
xor gates and xnor gates,13,13
adders and majority gates,10,10
[how the worst min path moves through the flow]
stage,to,slack (ns)
4_1_cts,fp8_o[7],4.20
5_1_grt,fp8_o[7],4.20
6_report,fp8_o[7],4.20
[stage by stage]
stage | setup slack [ns] | cell area [um^2] | util (%) | total power, mW | std cells
after floorplan | 1.18 | 2900 | - | 0.140 | 456
after global routing | 0.0129 | 3450 | 37.1 | 0.241 | 609
final | 0.503 | 3450 | 37.1 | 0.224 | 609
after CTS | 0.351 | 3430 | 36.9 | 0.216 | 609
after detailed placement | 0.354 | 3430 | 36.9 | 0.215 | 609
after global placement | 0.422 | 3430 | 36.9 | 0.218 | 609
[area by class of cell]
| type | count | area, um^2 | share of cell area (%) |
|---|---|---|---|
| multi-input combinational | 401 | 2660 | 77.2 |
| timing repair buffer | 61 | 556 | 16.1 |
| tap | 129 | 161 | 4.68 |
| inverter | 18 | 67.6 | 1.96 |
No activity file was given, so power comes from the tool's default toggle rates.
